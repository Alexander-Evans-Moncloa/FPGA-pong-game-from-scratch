--- design/flow/run.sh ---
#!/bin/bash
# OpenROAD 26Q1-2900-gdf79404cd8, Yosys 0.63+post, stock flow scripts
make -C /OpenROAD-flow-scripts/flow DESIGN_CONFIG=/design/flow/config.mk WORK_HOME=/design/flow/orfs finish
--- design/flow/config.mk ---
export PLATFORM = sky130hd
export DESIGN_NAME = VgaController
export DESIGN_NICKNAME = VgaController
export VERILOG_FILES = /design/flow/design.v
export SDC_FILE = /design/flow/constraint.sdc
export NUM_CORES = 4
export LEC_CHECK = 1
export CORE_UTILIZATION = 30
--- design/flow/constraint.sdc ---
current_design VgaController

set clk_period 3.9
set clk_io_pct 0.2

create_clock -name clk0 -period $clk_period [get_ports {Clock}]

set non_clock_inputs [all_inputs -no_clocks]
set_input_delay [expr $clk_period * $clk_io_pct] -clock clk0 $non_clock_inputs
set_output_delay [expr $clk_period * $clk_io_pct] -clock clk0 [all_outputs]
--- design/flow/design.v ---
module VgaController
(
	input	logic	Clock,
	input	logic	Reset,
	output	logic	blank_n,
	output	logic	sync_n,
	output	logic	hSync_n,
	output	logic vSync_n,
	output	logic	[10:0] nextX,
	output	logic	[ 9:0] nextY
);
	logic [10:0] hCount;
	logic [ 9:0] vCount;
	always_comb
begin
if((hCount < 800)&(vCount < 600))
				blank_n <= 1;
			else
				blank_n <= 0;
			if ((hCount > 855) & (hCount < 976))
				begin
				hSync_n <= 0;
				sync_n <= 0;
				end
			else
				begin
				hSync_n <= 1;
				sync_n <= 1;
				end
			if ((vCount > 636) & (vCount < 643))
				begin
				vSync_n <= 0;
				sync_n <= 0;
				end
			else
				begin
				vSync_n <= 1;
				sync_n <= 1;
				end
end
	always_ff @(posedge Clock)
	   begin
			if(hCount <= 1039)
				hCount <= hCount + 1;
			else
				begin
				hCount <= 0;
				vCount <= vCount + 1;
				end
			if(hCount > 1039 & vCount > 665)
				vCount <= 0;
			if(hCount<800)nextX = hCount;
			else nextX = 0;
			if(vCount<600)nextY = vCount;
			else nextY =0;
		end	
endmodule
==> Slide: Implementation Results <==
Synthesis and Place & Route Summary

Final layout
  • Layout area overhead: 22.9%
  • Cell Count, Final, Fillers Out: 273
  • Fill cell count: 554
  • Final core occ: 38.6%
  • Layout cells sized above 1: 11.9%
  • Fin area: 2140 um^2

Final timing
  • Worst-Margin Slew: 0.658 ns
  • Hold Vio Cnt, Final: 0
  • Final Setup Violations: 0
  • Final critical-path share of the clock period: 78.3%
  • TNS Setup: 0 ns
  • Fmax: 328 MHz
  • RSZ-0062 raised after global routing: no
  • Slew margin rel.: 55.9%
  • Post-route minimum period: 3.05 ns
  • Clk_skew: 0.0113 ns
  • Pins over their slew limit: 0

Setup path
  • CP Class: register to output port
  • Worst endpoint required time: 3.12 ns
  • Data arrival, critical path: 2.27 ns
  • RR Endpoint: vCount[6]
  • R2R Setup Slk: 1.92 ns
  • CP startpoint kind: register
  • Critical path fanouts, max: 11
  • Critical path origin: hCount[7]
  • Worst Reg2Reg Path Length in Cells: 7
  • Reg2Reg Launch Point: vCount[1]
  • CP endpoint kind: output port

Floorplanning
  • Core area: 5540 um^2
  • Io pins: 27
  • Die Ht: 78.1 um
  • Initial Util: 31.4%
  • Die X: 78.1 um
  • Rows: 27
  • Die ar.: 6100 um^2

Yosys
  • Synthesized area: 1740 um^2
  • Post-synth EDFFs: 0
  • Main logic family after synthesis: simple AND/OR/NAND/NOR gates
  • Synth Seq Share: 48.4%
  • Yosys reg bits: 42
  • Ys Warns: 1
  • Adder share: 3.60%
  • Cells after Synth: 175
  • # Cells Yosys: 175
  • Main synth FF type: dfxtp_1
  • And+or+nand+nor area frac: 26.5%
  • Yosys aoi share: 13.8%
  • Netlist cell types: 42
  • XOR/XNOR share of the synthesized area: 4.03%
  • Syn_area_per_cell: 9.93 um^2
  • Mux area share: 0.648%
  • YS chip area: 1740 um^2
  • Ys async rst share: 0%

Detailed routing
  • DRC: 0
  • Routed len/inst: 10.8 um
  • Initial DRC count: 78
  • Via density: 4.60
  • Routed vias: 1255
  • TritonRoute pass-1 iters: 4
  • Antenna Cells: 0
  • Final ANT Viol Nets: 0
  • Final WL: 2.96 mm

Clocking
  • # resized after CTS: 0
  • CTS sink count: 42
  • # Post-CTS Setup Buffers: 0
  • Clk slew on worst S/H paths: 0.07 ns
  • # hold bufs at CTS: 0
  • Max clock buf depth: 2
  • CTS tree: built
  • CTS Buf Count: 5
  • Latency at later pin: 0.29 ns
  • CTS Root Cell: clkbuf_8
  • H-tree levels: 2

Job
  • Total tool warning count: 29
  • Max Cap Violations: 0

Power and ir drop
  • P_leak: 0.000851 uW
  • PwrDens: 333 nW/um^2
  • Worst vdd ir: 0.000136 V
  • Pwr Total: 712 uW

Global route
  • Initial antenna violation count: 0
  • Gr ovfl total: 0
  • First-pass GRT wire length: 5.13 mm
  • Pin count of the biggest net entering global routing: 17
  • Vias in the first global route: 1082
  • GRT Total Usage: 10.3%

Worst hold path
  • Hold Path Sink: hCount[0]
  • Worst hold path depth: 1
  • Hold wc startpoint: hCount[0]
  • Tightest Hold Check Type: register to register

Place
  • Port Buffers: 25
  • DP Wirelength: 1.98 mm
  • Placed instance count: 265
  • Placed inst area: 2040 um^2
  • Placer congestion estimate: 0.809

Status
  • Status: finished, final reports clean
[cells in the final DEF, fill, tap and decap left out, drive strengths merged, types with 3 or more instances in the layout]
master	n
a21oi	3
clkdlybuf4s50	25
a22o	6
xnor2	4
clkbuf	7
a31oi	3
nor2b	8
nand3	6
xor2	4
and3	7
and2	19
o21ai	9
ha	5
nand2	8
dfxtp	42
nor2	16
[synth_stat cells, types with 2 or more instances]
master	instances	area (um^2)
a221o_1	2	20.0
nor2_1	15	56.3
nand3_1	6	30.0
and2_1	17	106
a31oi_1	2	12.5
nor3_1	2	10.0
buf_2	5	25.0
o21ai_0	9	45.0
and4_1	2	17.5
and3_1	7	43.8
ha_1	5	62.6
and2_2	2	15.0
xor2_1	4	35.0
a21o_1	2	15.0
dfxtp_1	42	841
nand2_1	8	30.0
xnor2_1	4	35.0
nor2b_1	8	50.1
nor4b_1	2	17.5
a21oi_1	3	15.0
a22o_2	6	60.1
inv_1	2	7.51
[worst max path at each step]
stage | to | slack [ns] | depth (start not counted)
CTS | blank_n | 0.81 | 4
global route | blank_n | 0.62 | 4
finish | blank_n | 0.85 | 4
[logic make-up (layout without fill, tap and decap cells)]
logic type	Yosys count	in the layout
AND/OR/NAND/NOR	78	78
adder cells (fa/ha/maj)	5	5
XOR/XNOR	8	8
multiplexers	1	1
buffers and inverters	10	36
other	1	1
AND-OR/OR-AND	30	30
flip-flops	42	42
[critical path: stages, from the launching register on]
cell             delay (ns)
dfxtp_1                0.37
or3_4                  0.41
a31oi_1                0.54
and2_1                 0.22
clkdlybuf4s50_1        0.45
[sequential cells by signal (all words and copies together), names as in the netlist]
signal / count
hCount: 11
nextX: 11
nextY: 10
vCount: 10
[routing by layer]
| metal | GRT usage, % | up-vias | wire length (um) |
|---|---|---|---|
| met5 | 0 | - | 0 |
| met4 | 1.67 | 0 | 61 |
| met3 | 1.89 | 6 | 102 |
| met2 | 14.9 | 25 | 1260 |
| met1 | 16.4 | 567 | 1530 |
| li1 | - | 657 | - |
[layout make-up]
type	instances	area, um^2	area share, %
clock buffer	7	86.3	4.04
sequential	42	841	39.4
tap	72	90.1	4.22
multi-input combinational	123	848	39.7
clock inverter	1	5.00	0.234
timing repair buffer	26	258	12.1
inverter	2	7.51	0.351
[metrics by stage]
stage,setup WS [ns],hold slack (ns)
2_1_floorplan,1.73,0.445
3_3_place_gp,1.12,0.468
3_5_place_dp,1.12,0.473
4_1_cts,0.805,0.491
5_1_grt,0.620,0.551
6_report,0.847,0.487
[report_power, final]
part | switching (uW) | internal, uW
logic | 0.0977 | 0.825
registers | 0.100 | 429
clock network | 139 | 143
total | 139 | 573
Power figures rest on the tool's default switching activity, not on a simulated workload.
