### config.mk
export PLATFORM = sky130hd
export DESIGN_NAME = RegisterFile
export DESIGN_NICKNAME = RegisterFile
export VERILOG_FILES = /design/flow/design.v
export SDC_FILE = /design/flow/constraint.sdc
export NUM_CORES = 4
export LEC_CHECK = 1
export CORE_UTILIZATION = 30
### constraint.sdc
current_design RegisterFile

set clk_period 27.4
set clk_io_pct 0.2

create_clock -name clk0 -period $clk_period [get_ports {Clock}]

set non_clock_inputs [all_inputs -no_clocks]
set_input_delay [expr $clk_period * $clk_io_pct] -clock clk0 $non_clock_inputs
set_output_delay [expr $clk_period * $clk_io_pct] -clock clk0 [all_outputs]
### design.v
module RegisterFile(
	input  logic  Clock = 0,
	input  logic [5:0]  AddressA,
	output logic [15:0] ReadDataA,
	input  logic [15:0] WriteData,
	input logic        WriteEnable,
	input logic [5:0]  AddressB,
	output logic [15:0] ReadDataB
);
logic [15:0] Registers [64];
always_ff @(posedge Clock)
begin
	if(WriteEnable == 1)
		begin
			Registers[AddressA] <= WriteData ;
		end
end
always_comb
begin
	ReadDataA = Registers[AddressA];
	ReadDataB = Registers[AddressB];
end
endmodule
### run.sh
#!/bin/bash
# OpenROAD 26Q1-2900-gdf79404cd8, Yosys 0.63+post, stock flow scripts
make -C /OpenROAD-flow-scripts/flow DESIGN_CONFIG=/design/flow/config.mk WORK_HOME=/design/flow/orfs finish
==> reports/summary.json <==
{
  "syn_area_per_cell_sq_um": 17.0,
  "min-delay-path-class": "input port to flip-flop",
  "die-height_um": 401,
  "cts_tree": "done",
  "synthDominantAreaCellType": "edfxtp_1",
  "vdd_ir_drop_max_uv": 50.0,
  "clock_sink_count": 1024,
  "design.portCount": 62,
  "routed_wl_mm": 183,
  "track_usage_pct": 24.0,
  "slew_at_the_pin_with_the_worst_max_slew_slack_ns": 1.15,
  "drt-pass1-iter-count": 6,
  "ff_type": "edfxtp_1",
  "largest_reg_flops": 1024,
  "synthDistinctLibCells": 56,
  "total_of_warnings_raised_by_yosys": 1,
  "layout_worst_path_cycle_share_pct": 58.9,
  "worstHoldStart": "WriteData[9]",
  "regMostFlops": "Registers",
  "grt_start_max_net_pins": 88,
  "netlist_top_cells_area": "edfxtp_1 (64%), mux4_2 (14%), mux2_2 (3.3%)",
  "post_cts_setup_repair_bufs": 0,
  "timing.critical_path.to_type": "primary output",
  "post_cts_hold_buffer_count": 0,
  "setup_repair_after_global_routing_missed_its_margin": "no",
  "drt_iter0_markers": 2850,
  "cp_top_family": "buffers and inverters",
  "cts.path.max_buffers": 3,
  "worst-path-max-fanout": 42,
  "finish_stage_setup_viols": 0,
  "cp_common_cell": "buf_4",
  "run_status": "completed",
  "worst_path_max_delay_cell": "or4_1",
  "edf_count": 1024,
  "largest_registers": "Registers x1024",
  "post-route-cell-area_sq_mm": 0.0548,
  "seq_area_frac_synth_pct": 64.4,
  "drc": 0,
  "dieArea_sq_mm": 0.161,
  "pwrdens_mw_per_mm2": 64.8,
  "worst_hold_path.endpoint": "Registers[0][9]$_DFFE_PP_",
  "drtAntennaViolNets": 0,
  "core_util_floorplan_pct": 30.4,
  "num_vias": 31000,
  "cp-start-kind": "input port",
  "final_common_cell": "edfxtp_1",
  "h_tree_levels": 3,
  "synth_async_sr_flop_share_pct": 0,
  "timing_worst_setup_path_type": "input port to primary output",
  "critical_path_cell_list": "buf_8 -> buf_4 -> buf_4 -> and2_2 -> buf_4 -> a221oi_1 -> o21ai_0 -> nand4_1 -> or4_1 -> clkdlybuf4s50_1",
  "post-route-min-period_ns": 16.15,
  "wl_per_cell_um": 36.2,
  "finalMaxSlewViolations": 0,
  "worst_path_largest_cell_delay_ns": 0.68,
  "syn-instance-count": 2809,
  "timing_hold_violations_final": 0,
  "critical_path_arrival_ns": 10.67,
  "drv_cap": 0,
  "yosys.stat.chipArea_sq_mm": 0.0477,
  "postCtsResizedCells": 0,
  "fp.dieW_um": 401,
  "cellLeakagePower_nw": 17.1,
  "dp_hpwl_mm": 115,
  "grt_antenna_before_repair": 16,
  "finish.cell_count_without_fillers": 5066,
  "vias_per_cell": 6.12,
  "io_buffer_count": 61,
  "openroad.warnings": 26,
  "setup_total_negative_slack_ns": 0,
  "mostFrequentLayoutCells": "edfxtp_1 (1024), mux4_2 (298), buf_4 (178)",
  "layout-drive-gt1-share_pct": 29.3,
  "post_synth_instance_area_sq_mm": 0.0477,
  "critical_path_required_ns": 21.92,
  "gr-total-overflow": 0,
  "clockRootBuffer": "clkbuf_16",
  "ys_ff": 1024,
  "routabilityCongestion": 1.04,
  "netlist.area_leader.share_pct": 64.4,
  "cts.clk_slew.worst_paths_ns": 0.06,
  "place.detailed.instances": 4862,
  "grt_pass1_vias": 32700,
  "layout_filler_cell_count": 14600,
  "fmax_mhz": 61.9,
  "syn_to_final_growth_pct": 14.8,
  "timing.slew.headroom_pct": 23.5,
  "hold_path_depth": 1,
  "detailed_place.area_sq_mm": 0.0513,
  "critPathBufInv": 5,
  "ys_cells": 2809,
  "global_route_wire_length_before_repair_mm": 254,
  "fp-row-count": 145,
  "numCtsBuffers": 108,
  "core-area_sq_mm": 0.157
}
cell families after synthesis:
group | share of synthesized area, %
DFF | 64.4
AOI/OAI and AO/OA | 9.35
buffers and inverters | 2.45
and+or+nand+nor | 3.25
muxes | 20.5
power breakdown:
group	leakage [nW]	total, mW	switching (mW)	internal [mW]
clock	1.71	1.46	0.613	0.850
combinational	6.20	0.346	0.230	0.116
sequential	9.21	1.74	0.00478	1.73
metrics by stage:
step                      worst slack [ns]  power, mW  utilization (%)  hold slack (ns)
after floorplan                      14.64       1.94                -             5.58
after CTS                            11.39       3.55             34.9             4.99
after global routing                 11.20       3.62             34.9             5.01
final                                11.25       3.55             34.9             5.01
after detailed placement             11.40       2.11             32.6             5.72
after global placement               11.40       2.11             32.6             5.72
Yosys cell counts, types with 24 or more instances:
cell      count
o221ai_1     26
nand2_1      87
nor2b_1      29
buf_4        24
a21oi_1      87
a221oi_1    144
a22oi_1      77
nor2_1      129
o22ai_1      63
mux2i_1     146
buf_2        91
o21ai_0      81
mux2_2      138
clkbuf_1    102
mux4_2      298
nand3_1      25
edfxtp_1   1024
routing by layer:
metal / routed length (um) / track usage [%]
met5: 829 / 3.18
met1: 54700 / 24.6
met2: 79400 / 33.6
met3: 38000 / 21.8
met4: 10300 / 9.81
cell type report:
type	instances	area, sq um	area share [%]
Inverter	5	20.0	0.0365
Clock buffer	135	2910	5.31
Timing Repair Buffer	239	1910	3.48
Clock inverter	63	579	1.06
Tap cell	2058	2570	4.70
Multi-Input combinational cell	1536	16000	29.3
Antenna cell	6	15.0	0.0274
Sequential cell	1024	30700	56.1
worst max-delay path by stage:
stage / slack, ns / endpoint / depth (start not counted) / from
final: 11.25 / ReadDataA[9] / 10 / AddressA[1]
after global routing: 11.20 / ReadDataB[12] / 12 / AddressB[0]
after CTS: 11.39 / ReadDataB[0] / 12 / AddressB[0]
Power is estimated from default activity; no workload was simulated.
