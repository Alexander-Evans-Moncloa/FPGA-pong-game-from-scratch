### flow/design.v
module paddle
#(								 
	oLeft = 10,				 
	oTop = 10,				 
	oHeight = 150,			 
	oWidth = 50,			 
	sWidth = 800,			 
	sHeight = 600,			 
	yDirMove = 0			 
)
(
	input PixelClock,					 
	input Reset,						 
	input  logic [10:0] xPos,		 
	input  logic [ 9:0] yPos,		 
	input logic [1:0]paddleMove,
	output logic drawPaddle,			 
	output logic [10:0] rightCollision,
	output logic [9:0] topCollision,
	output logic [9:0] bottomCollision
);
	logic [10:0] left;
	logic [10:0] right;						
	logic [10:0] top;
	logic [10:0] bottom;
	logic [10:0] paddleX = oLeft;
	logic [10:0] paddleY = oTop;
	logic ydir = yDirMove;	
	assign left = paddleX;						 
	assign right = paddleX + oWidth;		 
	assign top = paddleY;						 
	assign bottom = paddleY + oHeight;		 
	always_ff @(posedge PixelClock)
	begin
		if( Reset == 1 )						 
			begin									 
				paddleX <= oLeft;
				paddleY <= oTop;
				ydir <= yDirMove;
			end
		else
			begin
				if(paddleMove[0]==1)paddleY <=paddleY- 1;
				if(paddleMove[1]==1)paddleY <=paddleY+ 1;
				if( top  <= 0 )
					paddleY <= 1;
				if( bottom >= sHeight )
					paddleY <= sHeight-oHeight-1;
			end
	end
	assign drawPaddle = ((xPos > left) & (yPos > top) & (xPos < right) & (yPos < bottom)) ? 1 : 0;
	assign rightCollision = paddleX + oWidth;
	assign topCollision = paddleY;
	assign bottomCollision = paddleY + oHeight;
endmodule
### flow/run.sh
#!/bin/bash
# OpenROAD 26Q1-2900-gdf79404cd8, Yosys 0.63+post, stock flow scripts
make -C /OpenROAD-flow-scripts/flow DESIGN_CONFIG=/design/flow/config.mk WORK_HOME=/design/flow/orfs finish
### flow/config.mk
export PLATFORM = sky130hd
export DESIGN_NAME = paddle
export DESIGN_NICKNAME = paddle
export VERILOG_FILES = /design/flow/design.v
export SDC_FILE = /design/flow/constraint.sdc
export NUM_CORES = 4
export LEC_CHECK = 1
export CORE_AREA = 10 10 95 95
export DIE_AREA = 0 0 105 105
### flow/constraint.sdc
current_design paddle

set clk_period 3.8
set clk_io_pct 0.2

create_clock -name clk0 -period $clk_period [get_ports {PixelClock}]

set non_clock_inputs [all_inputs -no_clocks]
set_input_delay [expr $clk_period * $clk_io_pct] -clock clk0 $non_clock_inputs
set_output_delay [expr $clk_period * $clk_io_pct] -clock clk0 [all_outputs]
==> qor.txt <==
Outcome -> complete, no violations
DRC viols -> 0
Max Freq -> 279 MHz
Max Cap Viol -> 0
Class of the worst hold path -> reg -> reg
Fin area -> 2340 sq um
RSZ-0062 raised after global routing -> false
Yosys top cell area share -> 18.3%
I/O pin count -> 57
Final design utilization -> 33.8%
DR top layer -> met4
Average size of a mapped cell -> 7.62 sq um
Share of cells above drive strength 1 -> 7.22%
Asr flop ratio synth -> 0%
Clk root buf -> clkbuf_8
Die Y-Extent -> 105 um
Number of inserted diodes -> 0
Biggest register -> paddleY
Die width -> 105 um
Top-count cell post-synth -> ha_1
IO Port Bufs -> 45
Number of flip-flops in the largest register -> 11
Total Routing Usage GR -> 9.00%
Worst-Skew Late Latency -> 0.25 ns
Syn. warnings -> 1
Initial antenna violation count -> 0
Antenna Nets Post-Route -> 0
Area fraction in mux cells -> 0.543%
AND/OR/NAND/NOR Cells, Area Fraction -> 15.3%
DR iter-0 viols -> 104
CP Data Required Time -> 3.04 ns
Post-Route WL -> 5.00 mm
Post-synth EDFFs -> 0
Vias in the first global route -> 1,724
Core Util at FP -> 26.7%
H-tree levels -> 1
Number of buffers created by CTS -> 3
Vias -> 1,707
Core ar. -> 6910 sq um
WL met2 -> 2.28 mm
Top cells by count -> ha_1, buf_4, nor2_1
Final setup viols -> 0
Clock Pin Slew Worst Setup and Hold Paths -> 0.05 ns
Yosys chip area -> 1840 sq um
Pleak -> 0.987 nW
Fillers -> 740
CP startpoint kind -> input port
Xor-xnor portion of the synthesized cell area -> 7.20%
Global route total overflow -> 0
Pin count of the biggest net entering global routing -> 15
Worst Max-Slew Pin Slew -> 0.593 ns
Clk buf depth -> 2
M1 WL -> 2.51 mm
Final Slew Violations -> 0
Top Registers -> paddleY x11
CP endpoint kind -> output port
Cell variety after synth -> 51
Post-CTS Hold Buffers -> 0
Top cells by area -> ha_1, dfxtp_1, buf_4, xnor2_1, nor2_1
Fin crit period -> 3.58 ns
Log Warnings -> 26
CTS tree -> built
Die area -> 11,000 sq um
Site Rows -> 30
Area after DPL -> 2280 sq um
Layout area overhead -> 26.7%
Maximum vdd ir drop -> 265 uV
Synth Flop Type -> dfxtp_1
Clock Sinks -> 11
Yosys Instances -> 242
DR WL/cell -> 13.4 um
Fraction of the mapped netlist area in adder cells -> 20.0%
Worst-path maximum fanout -> 3
Via/cell ratio -> 4.58
Mapped Cells -> 242
Top logic family -> AND-OR/OR-AND gates
WL met3 -> 182 um
Sum Neg Setup Slack -> 0 ns
Period utilisation layout -> 94.2%
First-pass DRT Iterations -> 4
Synth Seq Share -> 11.9%
Syn Std Cell Area -> 1840 sq um
Synth area leader -> ha_1
First-pass GRT wire length -> 8.44 mm
Fin Clk Skew -> 0.0115 ns
Power Total -> 1.65 mW
Crit Path Category -> in -> out
PwrDens -> 706 nW/um^2
Post-synth regs -> 11
Ao+oa area frac -> 28.8%
Final Hold Fails -> 0
DPL Wire Length -> 4.16 mm
Final RePlAce weighted congestion -> 0.834
CP arrival -> 2.82 ns
Slew margin rel. -> 60.4%
layout by cell type, fill, tap and decap left out, types with 2 or more instances in the layout:
cell type,count
a211oi_1,6
a21o_1,5
a21oi_1,16
a22oi_1,2
a31o_2,3
a31oi_1,2
a41oi_1,2
buf_4,5
clkbuf_8,3
clkdlybuf4s50_1,45
conb_1,11
dfxtp_1,11
ha_1,26
inv_1,22
nand2_1,12
nand3_1,2
nand4_1,2
nor2_1,24
nor2b_1,5
nor3_1,4
o211ai_1,4
o21a_1,8
o21ai_0,15
o21ai_1,2
o21bai_1,2
o31a_1,2
xnor2_1,10
per-layer routing:
layer | GRT usage (%) | up-vias
met3 | 1.43 | 5
met4 | 0.686 | 0
met5 | 0 | -
li1 | - | 909
met1 | 13.0 | 758
met2 | 14.3 | 35
timing repair:
item | in CTS | in global routing
setup buffers | 0 | 0
setup endpoints to repair | 0 | 1
resized | 0 | 2
report_power, final:
part | switching, mW | leakage, nW | internal [mW] | total [mW]
logic | 0.571 | 0.873 | 0.684 | 1.26
registers | 0.107 | 0.0915 | 0.165 | 0.272
clock network | 0.0481 | 0.0228 | 0.0738 | 0.122
stage by stage:
step                      worst slack [ns]  hold WS, ns  instances
after CTS                            0.120        0.671        373
after global placement               0.204        0.649        369
after global routing                0.0532        0.722        373
after floorplan                      0.927        0.573        251
final                                0.219        0.661        373
after detailed placement             0.198        0.658        369
worst max-delay path, stage by stage:
cell and delay [ns]:
clkdlybuf4s50_1 0.43, ha_1 0.34, nor2b_1 0.14, o21a_1 0.16
o21a_1 0.17, o211ai_1 0.18, a31oi_1 0.12, o31a_1 0.11
clkdlybuf4s50_1 0.43
area by class of cell:
cell class / instances / area [sq um] / share of cell area [%]
repair buffers: 50 / 488 / 20.9
clock buffers: 4 / 45.0 / 1.93
well taps: 96 / 120 / 5.14
multi-input cells: 189 / 1380 / 58.9
inverters: 23 / 86.3 / 3.70
flip-flops and latches: 11 / 220 / 9.43
final timing paths:
check / from / depth (start not counted) / to / slack, ns
setup / recovery: yPos[1] / 9 / drawPaddle / 0.22
hold / removal: paddleY[2] / 3 / paddleY[2] / 0.66
setup reg to reg: paddleY[5] / 6 / paddleY[2] / 1.52
hold reg to reg: paddleY[2] / 3 / paddleY[2] / 0.66
kinds of logic after synthesis:
logic type	after synthesis
buffers and inverters	51
xor gates and xnor gates	13
and+or+nand+nor	58
AOI/OAI and AO/OA	77
other	2
adders and majority gates	29
DFF	11
muxes	1
Power and IR drop assume default switching activity.
